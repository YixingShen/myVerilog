## design/flow/run.sh

```bash
#!/bin/bash
# OpenROAD 26Q1-2900-gdf79404cd8, Yosys 0.63+post, stock flow scripts
make -C /OpenROAD-flow-scripts/flow DESIGN_CONFIG=/design/flow/config.mk WORK_HOME=/design/flow/orfs finish
```

## design/flow/config.mk

```make
export PLATFORM = sky130hd
export DESIGN_NAME = sync_fifo
export DESIGN_NICKNAME = sync_fifo
export VERILOG_FILES = /design/flow/design.v
export SDC_FILE = /design/flow/constraint.sdc
export NUM_CORES = 4
export LEC_CHECK = 1
export CORE_UTILIZATION = 50
```

## design/flow/constraint.sdc

```tcl
current_design sync_fifo

set clk_period 5.4
set clk_io_pct 0.2

create_clock -name clk0 -period $clk_period [get_ports {clk}]

set non_clock_inputs [all_inputs -no_clocks]
set_input_delay [expr $clk_period * $clk_io_pct] -clock clk0 $non_clock_inputs
set_output_delay [expr $clk_period * $clk_io_pct] -clock clk0 [all_outputs]
```

## design/flow/design.v

```verilog
`timescale 1 ns / 1 ps
`default_nettype none
module sync_fifo
    #(
    parameter DATA_WIDTH = 8,
    parameter ADDR_WIDTH = 8
    )(
    clk,
    rst_n,
    wr_en,
    wr_full,
    wr_data,
    rd_en,
    rd_empty,
    rd_data,
    );    
    input wire clk;
    input wire rst_n;
    input wire wr_en;
    output wire wr_full;
    input wire [DATA_WIDTH-1:0] wr_data;
    input wire rd_en;
    output wire rd_empty;
    output reg [DATA_WIDTH-1:0] rd_data;
    reg [DATA_WIDTH-1:0] dbg_wr_data_illegal;
    reg [DATA_WIDTH-1:0] fifo_mem [(1 << ADDR_WIDTH)-1:0];
    reg [ADDR_WIDTH-1:0] wr_ptr;
    reg [ADDR_WIDTH-1:0] rd_ptr;
    reg [ADDR_WIDTH:0] qCount;
    wire enqueue;
    wire dequeue;
    assign wr_full  = (~rst_n) ? 1'b0 : (qCount == (1 << ADDR_WIDTH));
    assign rd_empty = (~rst_n) ? 1'b1 : (qCount == {ADDR_WIDTH{1'b0}});
    assign enqueue = wr_en && (~wr_full);
    assign dequeue = rd_en && (~rd_empty);
    always @(posedge clk or negedge rst_n) begin
        if (!rst_n) begin
            wr_ptr <= {ADDR_WIDTH{1'b0}};
            rd_ptr <= {ADDR_WIDTH{1'b0}};
            qCount <= {ADDR_WIDTH{1'b0}};
            rd_data <= {DATA_WIDTH{1'bz}};
        end
        else begin
            case ({enqueue,dequeue})
                2'b11: begin  
                    rd_data <= fifo_mem[rd_ptr];
                    fifo_mem[wr_ptr] <= wr_data;
                end
                2'b10: begin  
                    fifo_mem[wr_ptr] <= wr_data;
                    rd_data <= {DATA_WIDTH{1'bz}};
                end
                2'b01: begin  
                    rd_data <= fifo_mem[rd_ptr];
                end
                default: begin  
                    rd_data <= {DATA_WIDTH{1'bz}};
                    dbg_wr_data_illegal <= wr_data;
                end
            endcase
            qCount <= qCount + (enqueue - dequeue);
            wr_ptr <= wr_ptr + enqueue;
            rd_ptr <= rd_ptr + dequeue;
        end
    end
endmodule
`resetall
```

==> impl_metrics.yaml <==
# generated from flow reports
grt:
  track_usage_pct: 72.34
  grt_max_degree: 118
  grt_pass1_wl_um: 664200
  antenna_found_initial: 89
  grt_overflow: 0
  grt_pass1_vias: 66300
critical_path:
  worstSetupEndpointType: "flip-flop"
  crit_type: "reg -> reg"
  worstReg2RegStart: "rd_ptr[4]"
  required_ns: 6.09
  startpoint_type: "flip-flop"
  cp.arrival_ns: 6.45
  startpoint: "rd_ptr[4]"
  path_max_fanout: 40
outcome:
  failed_checks: "capacitance limit, slew limit, setup timing"
  outcome: "complete, but fails checks"
run:
  cap_violations: 8
  warning_count: 45
synth:
  synthCells: 4983
  synth-edff-count: 2048
  synth_warnings: 5
  async_flop_share_pct: 1.586
  ys_chip_area_um2: 80020
  netlist_area_um2: 80020
  yosys-top-cells-area: "edfxtp_1 77%, a22oi_1 4.2%, nand3_1 3.1%"
  synth_seq_share_pct: 77.88
  synth.top_cell.area_share_pct: 76.85
  synth_top_cell_by_area: "edfxtp_1"
  synth.distinct_cells: 77
  ys_cells: 4983
  synth.avg_cell_area_um2: 16.06
  top_cells_by_count: "2,048 x edfxtp_1, 488 x nand3_1, 447 x a22oi_1"
  synth.most_common_cell: "edfxtp_1"
  ys_seq_elements: 2081
  ys.flop_type: "edfxtp_1"
power_and_ir_drop:
  p_comb_share_pct: 21.0
  internal_power_w: 0.02832
  p_clk_share_pct: 35.6
  power_leakage_nw: 29.49
  power.switching_w: 0.01411
  peakVddDrop_uv: 565.3
  pwr-share-seq_pct: 43.4
  power.density_nw_per_um2: 449.8
  p_sw_share_pct: 33.26
  total_power_w: 0.04244
cts:
  htree_levels: 4
  cts_hold_buf: 0
  insertion_delay_ns: 0.90
  clockBufferDepth: 3
  cts_setup_buffers: 0
  cts_tree: "done"
  root_buffer: "clkbuf_16"
  post_cts_resized: 0
  path_clk_slew_ns: 0.06
  clock_sinks: 2081
  cts_made_buffers: 208
floorplanning:
  die-height_um: 402.1
  core_um2: 158600
  rows: 146
  ios: 22
  die_x_um: 402.1
  fp_util_pct: 50.47
  dieArea_um2: 161700
route:
  drt-initial-drc-count: 10500
  drt_wl_total_um: 519600
  vias: 67810
  viasPerCell: 8.619
  antenna_left: 0
  route.detailed.drc: 0
  wire_per_inst_um: 66.04
  first_pass_iters: 11
placed_design:
  dp_worst_setup_slack_ns: 0.2830
  place_hpwl_um: 341300
  port-buffer-count: 21
  routabilityCongestion: 1.269
sta:
  maxSlewHeadroom_pct: -23.29
  setup_viol: 3
  timing.fmax_mhz: 173.4
  worst_slew_pin_slew_ns: 1.847
  worst_slack_ns: -0.3679
  rsz0062_at_grt: "false"
  slew_viol_final: 36
  layout_min_cycle_time_ns: 5.768
  finalSetupTns_ns: -0.6998
  hold_violations: 0
  fin_worst_skew_ns: 0.07723
  fin_crit_sh_pct: 106.8
hold_path:
  hold_class: "in -> async"
final_layout:
  fillers: 11580
  area_growth_pct: 17.90
  layout-drive-gt1-share_pct: 18.70
  utilization_pct: 59.50
==> cell families (layout without fill, tap and decap cells) <==
logic type,Yosys count,after routing,share of synthesized area (%)
DFF,2081,2081,77.88
AOI/OAI and AO/OA,1058,1058,9.997
adders and majority gates,14,14,0.2283
other,0,138,0
and+or+nand+nor,1400,1400,9.147
muxes,1,1,0.01251
buffers and inverters,404,1079,2.459
xor gates and xnor gates,25,25,0.2736
==> power by group through the flow <==
stage / Combinational [W] / Clock [W] / Sequential, W
after CTS: 0.00777 / 0.0149 / 0.0184
after global routing: 0.00827 / 0.0155 / 0.0184
final: 0.00890 / 0.0151 / 0.0184
==> state kept, by name (all words and copies together), names as in the netlist <==
signal,flops
fifo_mem,2048
qCount,9
rd_data,8
rd_ptr,8
wr_ptr,8
==> stage by stage <==
stage	instances	hold WS [ns]	area (um^2)
after floorplan	4983	0.4766	80020
after global placement	7335	0.5367	86920
after detailed placement	7337	0.5009	86950
after CTS	7728	0.1446	93980
after global routing	7816	0.1991	94220
final	7868	0.1540	94350
==> layout make-up <==
class	count	area, um^2	area share, %
Sequential cell	2081	62330	66.07
Multi-Input combinational cell	2498	16120	17.08
Timing Repair Buffer	680	5901	6.254
Clock buffer	257	5439	5.765
Tap cell	2072	2592	2.748
Clock inverter	134	1589	1.684
Antenna cell	138	345.3	0.3660
Inverter	8	30.03	0.03183
==> cells in the final DEF, fill, tap and decap left out, types with 80 or more instances in the layout <==
cell and count:
o22ai_1 168, a21oi_1 80, nor2_1 382, nand3_1 488, nand4_1 161, a32oi_1 131
a22oi_1 446, buf_4 602, diode_2 138, nand2_1 83, clkbuf_16 208, edfxtp_1 2048
==> worst max-delay path, cell delays in order, from the launching register on <==
cell     delay, ns
dfrtp_2       0.86
buf_4         0.37
and4b_4       0.42
buf_12        0.31
a22oi_1       0.92
o22ai_1       0.32
nor4_1        1.40
nand4_1       0.30
nor4_1        0.40
a31oi_1       0.13
==> final timing paths <==
path                              endpoint  slack (ns)  cells after the start
worst min register to register   qCount[0]        0.52                      1
min in group clk0                qCount[0]        0.52                      1
worst min-delay path             qCount[1]        0.15                      1
worst max register to register  rd_data[7]       -0.37                      9
max in group asynchronous       rd_data[2]        4.47                      2
worst max-delay path            rd_data[7]       -0.37                      9
==> per-layer routing <==
metal	GRT usage, %	routed length, um	vias to the layer above
met4	62.71	68820	264
met5	63.40	10400	-
met1	69.63	132400	32060
li1	-	-	21710
met2	80.03	187900	10160
met3	71.63	120100	3625
Power and IR drop assume default switching activity.

File: run.sh
#!/bin/bash
# OpenROAD 26Q1-2900-gdf79404cd8, Yosys 0.63+post, stock flow scripts
make -C /OpenROAD-flow-scripts/flow DESIGN_CONFIG=/design/flow/config.mk WORK_HOME=/design/flow/orfs finish
File: config.mk
export PLATFORM = sky130hd
export DESIGN_NAME = fifo1
export DESIGN_NICKNAME = fifo1
export VERILOG_FILES = /design/flow/design.v
export SDC_FILE = /design/flow/constraint.sdc
export NUM_CORES = 4
export LEC_CHECK = 1
export CORE_UTILIZATION = 30
File: constraint.sdc
current_design fifo1

set clk_period 4.0
set clk_io_pct 0.2

create_clock -name clk0 -period $clk_period [get_ports {rd_clk}]
create_clock -name clk1 -period $clk_period [get_ports {wr_clk}]

set non_clock_inputs [all_inputs -no_clocks]
set_input_delay [expr $clk_period * $clk_io_pct] -clock clk0 $non_clock_inputs
set_output_delay [expr $clk_period * $clk_io_pct] -clock clk0 [all_outputs]
File: design.v
`timescale 1 ns / 1 ps
`default_nettype none
module fifo1
    #(
    parameter DSIZE = 8,
    parameter ASIZE = 4
    )(
    output wire [DSIZE-1:0] rd_data,
    output wire wr_full,
    output wire rd_empty,
    input wire [DSIZE-1:0] wr_data,
    input wire wr_en, wr_clk, wr_rst_n,
    input wire rd_en, rd_clk, rd_rst_n
    );
    wire [ASIZE-1:0] wr_addr, rd_addr;
    wire [ASIZE:0] wr_grayptr, rd_grayptr, wq2_rd_ptr, rq2_wr_ptr;
    sync_r2w sync_r2w (.wq2_rd_ptr(wq2_rd_ptr), .rd_grayptr(rd_grayptr),
    .wr_clk(wr_clk), .wr_rst_n(wr_rst_n));
    sync_w2r sync_w2r (.rq2_wr_ptr(rq2_wr_ptr), .wr_grayptr(wr_grayptr),
    .rd_clk(rd_clk), .rd_rst_n(rd_rst_n));
    fifomem #(DSIZE, ASIZE) fifomem
    (.rd_data(rd_data), .wr_data(wr_data),
    .wr_addr(wr_addr), .rd_addr(rd_addr),
    .wr_en(wr_en), .wr_full(wr_full), .wr_clk(wr_clk),
    .rd_en(rd_en), .rd_empty(rd_empty), .rd_clk(rd_clk));
    rd_ptr_empty #(ASIZE) rd_ptr_empty
    (.rd_empty(rd_empty),
    .rd_addr(rd_addr),
    .rd_grayptr(rd_grayptr), .rq2_wr_ptr(rq2_wr_ptr),
    .rd_en(rd_en), .rd_clk(rd_clk),
    .rd_rst_n(rd_rst_n));
    wr_ptr_full #(ASIZE) wr_ptr_full
    (.wr_full(wr_full), .wr_addr(wr_addr),
    .wr_grayptr(wr_grayptr), .wq2_rd_ptr(wq2_rd_ptr),
    .wr_en(wr_en), .wr_clk(wr_clk),
    .wr_rst_n(wr_rst_n));
endmodule
`resetall
`timescale 1 ns / 1 ps
`default_nettype none
module fifomem 
    #(
    parameter DATASIZE = 8,  
    parameter ADDRSIZE = 4  
    )(
    output wire [DATASIZE-1:0] rd_data,
    input wire [DATASIZE-1:0] wr_data,
    input wire [ADDRSIZE-1:0] wr_addr, rd_addr,
    input wire wr_en, wr_full, wr_clk,
    input wire rd_en, rd_empty, rd_clk
    );
    localparam DEPTH = 1<<ADDRSIZE;
    reg [DATASIZE-1:0] mem [0:DEPTH-1];
    reg [DATASIZE-1:0] rd_data_t;
    reg wr_ack, rd_ack;
    always @(posedge rd_clk) begin
        if (rd_en && !rd_empty) begin
            rd_data_t <=  mem[rd_addr];
            rd_ack <= 1;
        end
        else begin
            rd_ack <= 0;
            rd_data_t <=  {DATASIZE{1'bz}};
        end
    end
    assign rd_data = rd_data_t;
    always @(posedge wr_clk) begin
        if (wr_en && !wr_full) begin
            mem[wr_addr] <=  wr_data;
            wr_ack <= 1;
        end
        else begin
            wr_ack <= 0;
        end
    end
endmodule
`resetall
`timescale 1 ns / 1 ps
`default_nettype none
module rd_ptr_empty
    #(
    parameter ADDRSIZE = 4
    )(
    output reg rd_empty,
    output wire [ADDRSIZE-1:0] rd_addr,
    output reg [ADDRSIZE :0] rd_grayptr,
    input wire [ADDRSIZE :0] rq2_wr_ptr,
    input wire rd_en, rd_clk, rd_rst_n
    );
    reg [ADDRSIZE:0] rd_ptr;
    wire [ADDRSIZE:0] rd_grayptr_next, rd_ptr_next;
    wire rd_empty_val;
    always @(posedge rd_clk or negedge rd_rst_n) begin
        if (!rd_rst_n)
            {rd_ptr, rd_grayptr} <=  0;
        else
            {rd_ptr, rd_grayptr} <=  {rd_ptr_next, rd_grayptr_next};
    end
    assign rd_addr = rd_ptr[ADDRSIZE-1:0];
    assign rd_ptr_next = rd_ptr + (rd_en & ~rd_empty);
    assign rd_grayptr_next = (rd_ptr_next>>1) ^ rd_ptr_next;
    assign rd_empty_val = (rd_grayptr_next == rq2_wr_ptr);
    always @(posedge rd_clk or negedge rd_rst_n) begin
        if (!rd_rst_n)
            rd_empty <=  1'b1;
        else
            rd_empty <=  rd_empty_val;
    end
endmodule
`resetall
`timescale 1 ns / 1 ps
`default_nettype none
module sync_r2w  
    #(
    parameter ADDRSIZE = 4
    )(
    output reg [ADDRSIZE:0] wq2_rd_ptr,
    input wire [ADDRSIZE:0] rd_grayptr,
    input wire wr_clk, wr_rst_n
    );
    reg [ADDRSIZE:0] wq1_rd_ptr;
    always @(posedge wr_clk or negedge wr_rst_n) begin
        if (!wr_rst_n)
            {wq2_rd_ptr,wq1_rd_ptr} <=  0;
        else
            {wq2_rd_ptr,wq1_rd_ptr} <=  {wq1_rd_ptr,rd_grayptr};
    end
endmodule
`resetall
`timescale 1 ns / 1 ps
`default_nettype none
module sync_w2r  
    #(
    parameter ADDRSIZE = 4
    )(
    output reg [ADDRSIZE:0] rq2_wr_ptr,
    input wire [ADDRSIZE:0] wr_grayptr,
    input wire rd_clk,
    input wire rd_rst_n
    );
    reg [ADDRSIZE:0] rq1_wr_ptr;
    always @(posedge rd_clk or negedge rd_rst_n) begin
        if (!rd_rst_n)
            {rq2_wr_ptr,rq1_wr_ptr} <=  0;
        else
            {rq2_wr_ptr,rq1_wr_ptr} <=  {rq1_wr_ptr,wr_grayptr};
    end
endmodule
`resetall
`timescale 1 ns / 1 ps
`default_nettype none
module wr_ptr_full
    #(
    parameter ADDRSIZE = 4
    )(
    output reg wr_full,
    output wire [ADDRSIZE-1:0] wr_addr,
    output reg [ADDRSIZE :0] wr_grayptr,
    input wire [ADDRSIZE :0] wq2_rd_ptr,
    input wire wr_en, wr_clk, wr_rst_n
    );
    reg [ADDRSIZE:0] wr_ptr;
    wire [ADDRSIZE:0] wr_grayptr_next, wr_ptr_next;
    wire wr_full_val;
    always @(posedge wr_clk or negedge wr_rst_n) begin
        if (!wr_rst_n)
            {wr_ptr, wr_grayptr} <=  0;
        else
            {wr_ptr, wr_grayptr} <=  {wr_ptr_next, wr_grayptr_next};
    end
    assign wr_addr = wr_ptr[ADDRSIZE-1:0];
    assign wr_ptr_next = wr_ptr + (wr_en & ~wr_full);
    assign wr_grayptr_next = (wr_ptr_next>>1) ^ wr_ptr_next;
    assign wr_full_val = (wr_grayptr_next == {~wq2_rd_ptr[ADDRSIZE:ADDRSIZE-1],wq2_rd_ptr[ADDRSIZE-2:0]});
    always @(posedge wr_clk or negedge wr_rst_n) begin
        if (!wr_rst_n)
            wr_full <=  1'b0;
        else
            wr_full <=  wr_full_val;
    end
endmodule
`resetall
==> ci_impl_report.md <==
## Synthesis and layout report

| Metric | Value |
|---|---|
| Status | `finished, final reports clean` |
| Routed vias | `3038` |
| DR pass1 iterations | `4` |
| PortBufs | `22` |
| CTS sink cnt | `around 180` |
| Number of cells in Yosys stat | `~320` |
| Site row count | `between 50 and 60` |
| Tightest Hold Check Type | `reg2reg` |
| Log Warnings | `26` |
| Crit path DRT | `4310 ps` |
| Met1 wire length | `4745 um` |
| Clock Pin Slew Worst Setup and Hold Paths | `around 70 ps` |
| Reg power frac | `0.437` |
| Top-area cell share | `0.5907` |
| Die y size | `roughly 150 um` |
| Sequential-to-total area share from yosys stat | `0.7693` |
| Power density cells | `approximately 760 nW/um^2` |
| Sw power | `1.704 mW` |
| Total track usage | `0.1244` |
| FILL cells | `between 1500 and 2000` |
| Post-Syn Instances | `approximately 320` |
| Postcts setup bufs | `0` |
| Clk pwr share | `0.308` |
| Comb pwr share | `0.255` |
| Yosys chip area | `between 6000 and 7000 sq um` |
| Initial antenna violation count | `0` |
| Xor/xnor share | `0.03788` |
| Routed Antenna Nets | `0` |
| Routed Wire Length | `about 12000 um` |
| CP Capture Type | `flip-flop` |
| Fa+ha+maj area frac | `0.007691` |
| Mux cell area share after synthesis | `0.1107` |
| Fin. max-slew vios | `0` |
| DIE AREA | `around 22000 sq um` |
| Global-route wire length before repair | `roughly 19000 um` |
| Yosys warnings | `6` |
| CTS tree | `done` |
| Share of layout cells above drive strength 1 | `0.2251` |
| Seq. cell area | `around 5000 sq um` |
| Rel. slew slack | `0.3194` |
| DR iter-0 viols | `roughly 140` |
| FP Util | `0.3076` |
| Logic area | `between 1000 and 1500 sq um` |
| HPWL after detailed placement | `roughly 7400 um` |
| Core ar. | `21150 sq um` |
| # hold bufs at CTS | `0` |
| # DRC | `0` |
| Final setup skew | `around 7.7 ps` |
| Cell type with the largest total area | `edfxtp_1` |
| Vias/cell | `between 4 and 5` |
| I/O pin cnt | `24` |
| Die width | `approximately 150 um` |
| Maximum vdd drop | `about 0.28 mV` |
| Max-Cap Viols | `0` |
| GPL Wtd Cong | `roughly 0.8` |
| WL met2 | `about 5800 um` |
| Top routing layer in use | `met4` |
| Avg Inst Size Synth | `around 20 sq um` |
| Area of the mapped netlist | `~6500 sq um` |
| Yosys reg bits | `roughly 180` |
| Fin. Hold Viols | `0` |
| Net Sw Frac | `0.2858` |
| Antenna cell count | `0` |
| RSZ-0062 raised after global routing | `false` |
| Largest net degree at the start of global routing | `36` |
| Int Pwr | `between 4 and 5 mW` |
| Worst-margin pin slew | `approximately 1000 ps` |
| AO/OA Area Share | `0.02442` |
| Library cells used by synthesis | `30` |
| Comb area leader | `multiplexers` |
| Area grow syn2layout | `19.94%` |
| Largest cells by area | `edfxtp_1 (59%), dfrtp_1 (15%), mux4_2 (11%)` |
| Hold_ws | `approximately 220 ps` |
| Worst Setup Path Type | `in2reg` |
| Simple-Gate Fraction of Synth Area | `0.03730` |
| Leakage power | `roughly 2.7 nW` |
| Arr. time, crit path | `between 3000 and 4000 ps` |
| Gr ovfl total | `0` |
| Worst Path Max Fanout | `5` |
| Met3 WL | `approximately 1200 um` |
| Sum of negative setup slack | `0 ps` |
| Vias in the first global route | `between 3000 and 4000` |
| Wire per inst | `approximately 18 um` |
| Critical path launch point type | `primary input` |
| # resized after CTS | `0` |
| Final Setup Violations | `0` |
-- cell usage after synthesis (all sizes together) --
| master | number |
|---|---|
| buf | 9 |
| mux4 | 32 |
| nand2b | 2 |
| and2b | 1 |
| clkbuf | 6 |
| a22oi | 16 |
| a21boi | 2 |
| nand2 | 9 |
| dfstp | 1 |
| nand3b | 2 |
| dfrtp | 39 |
| or3 | 4 |
| and2 | 1 |
| ha | 4 |
| xnor2 | 10 |
| dfxtp | 8 |
| inv | 4 |
| a221oi | 2 |
| nor3 | 4 |
| nor2b | 3 |
| xor3 | 1 |
| nand3 | 8 |
| xor2 | 12 |
| and3 | 1 |
| nor2 | 13 |
| xnor3 | 1 |
| edfxtp | 128 |
| or3b | 1 |
-- worst paths after layout --
kind	to	start	cells past startpoint	slack (ps)
min reg2reg	sync_r2w.wq1_rd_ptr[2]$_DFF_PN0_	rd_ptr_empty.rd_grayptr[2]$_DFF_PN0_	0	220
max in group asynchronous	rd_ptr_empty.rd_empty$_DFF_PN1_	rd_rst_n	2	2880
min in group clk0	sync_w2r.rq2_wr_ptr[3]$_DFF_PN0_	sync_w2r.rq1_wr_ptr[3]$_DFF_PN0_	0	340
max in group clk0	rd_ptr_empty.rd_empty$_DFF_PN1_	rd_en	8	1280
min	sync_r2w.wq1_rd_ptr[2]$_DFF_PN0_	rd_ptr_empty.rd_grayptr[2]$_DFF_PN0_	0	220
max	wr_ptr_full.wr_full$_DFF_PN0_	wr_en	8	1190
max reg2reg	rd_ptr_empty.rd_empty$_DFF_PN1_	rd_ptr_empty.rd_ptr[0]$_DFF_PN0_	6	1440
min in group asynchronous	sync_r2w.wq2_rd_ptr[0]$_DFF_PN0_	wr_rst_n	1	560
-- logic make-up (layout without fill, tap and decap cells) --
family	Yosys count	count (layout)
flip-flops	176	176
AND/OR/NAND/NOR	49	49
multiplexers	32	32
XOR/XNOR	24	24
AND-OR/OR-AND	20	20
buffers and inverters	19	77
adder cells (fa/ha/maj)	4	4
-- registers in the layout, indices dropped and copies added (netlist names) --
| signal | cells |
|---|---|
| fifomem.mem | 128 |
| fifomem.rd_data_t | 8 |
| rd_ptr_empty.rd_grayptr | 5 |
| sync_r2w.wq1_rd_ptr | 5 |
| sync_r2w.wq2_rd_ptr | 5 |
| sync_w2r.rq1_wr_ptr | 5 |
| sync_w2r.rq2_wr_ptr | 5 |
| wr_ptr_full.wr_grayptr | 5 |
| rd_ptr_empty.rd_ptr | 4 |
| wr_ptr_full.wr_ptr | 4 |
| rd_ptr_empty.rd_empty | 1 |
| wr_ptr_full.wr_full | 1 |
-- stage by stage --
step           power (mW)  instance area (sq um)  cells  setup slack [ps]  utilization
4_1_cts             6.047                   7805    657              1221       0.3690
3_3_place_gp        4.153                   7118    621             842.2       0.3365
6_report            5.963                   7805    657              1192       0.3690
3_5_place_dp        4.172                   7118    621             757.5       0.3365
5_1_grt             6.281                   7805    657             985.3       0.3690
2_1_floorplan       3.678                   6507    324              1461            -
-- worst max-delay path, stage by stage --
cell and delay, ps:
clkdlybuf4s50_1 460, nor2b_1 350, ha_1 270, ha_1 270, nand3_1 110, xnor2_1 200
or3_1 370, a221oi_1 290
-- final cells by class --
| cell class | instances | area share |
|---|---|---|
| well taps | 275 | 0.04408 |
| flip-flops and latches | 176 | 0.6416 |
| multi-input cells | 129 | 0.1818 |
| clock inverters | 15 | 0.02340 |
| repair buffers | 37 | 0.04264 |
| clock buffers | 21 | 0.06460 |
| inverters | 4 | 0.001924 |
-- power by group through the flow --
stage	logic [mW]	registers [mW]	clock network [mW]
4_1_cts	1.55	2.62	1.88
5_1_grt	1.67	2.66	1.95
6_report	1.52	2.60	1.84
-- layout by cell type (no fill, tap or decap), types with 2 or more instances in the layout --
cell type and instances:
edfxtp_1 128, clkdlybuf4s50_1 22, clkinvlp_4 2, inv_6 3
nand2b_1 2, buf_4 15, inv_1 4, nand2_1 9
mux4_2 32, xnor2_1 9, a22oi_1 16, clkbuf_16 20
dfxtp_1 8, nor2_1 13, bufinv_16 3, clkinv_4 3
a21boi_0 2, nand3b_1 2, xor2_1 12, nor3_1 4
clkinv_2 2, or3_1 4, nand3_1 8, nor2b_1 3
ha_1 4, dfrtp_1 38
-- per-layer routing --
layer / global-route usage / vias to the layer above
li1: - / 1357
met1: 0.1612 / 1526
met2: 0.1893 / 142
met3: 0.07426 / 13
met4: 0.02092 / 0
met5: 0 / -
Power and IR drop assume default switching activity.

`design.v`:
```
// synthesis translate_off
`timescale 1 ns / 1 ps
// synthesis translate_on
`default_nettype none
module bt656_tx
    #(
    parameter SYS_CLOCK         = 50000000,
    parameter PIXEL_CLOCK       = 12500000,
    parameter HACT_PIXELS       = 720*2,
    parameter HBLK_PIXELS       = (19+62+57)*2, 
    parameter VACT_LINES_F1     = 240, 
    parameter VBLK_LINES_F1_TOP = 18,
    parameter VBLK_LINES_F1_BOT = 4,
    parameter VACT_LINES_F2     = 240, 
    parameter VBLK_LINES_F2_TOP = 18,
    parameter VBLK_LINES_F2_BOT = 5
    )(
    input wire i_ResetN,
    input wire i_SysClock,
    input wire i_TxValid,
    input wire i_InterlaceMode,
    input wire i_FirstField,
    input wire [15:0] i_FirstLine,
    output wire [7:0] o_Data,
    output wire o_PixelClock,
    output wire o_Vsignal,
    output wire o_Hsignal,
    output wire o_Fsignal
    );
    localparam s_MSB4BIT_VBLK_EAV     = 4'b1011;  
    localparam s_MSB4BIT_VBLK_EAV2SAV = 4'b0011;  
    localparam s_MSB4BIT_VBLK_SAV     = 4'b0111;  
    localparam s_MSB4BIT_VBLK_HACT    = 4'b0001;  
    localparam s_MSB4BIT_VACT_EAV     = 4'b1010;  
    localparam s_MSB4BIT_VACT_EAV2SAV = 4'b0010;  
    localparam s_MSB4BIT_VACT_SAV     = 4'b0110;  
    localparam s_MSB4BIT_VACT_HACT    = 4'b0000;  
    localparam s_LSB1BIT_F1           = 1'b0;
    localparam s_LSB1BIT_F2           = 1'b1;
    reg [4:0] status, next_status;  
    reg [$clog2(SYS_CLOCK / PIXEL_CLOCK) - 1:0] prescaler_count;
    reg [$clog2(HACT_PIXELS + HBLK_PIXELS):0] pixel_count;
    wire [$clog2(HACT_PIXELS + HBLK_PIXELS):0] pixel_count_max;
    reg [$clog2(VACT_LINES_F2 + VBLK_LINES_F2_TOP + VBLK_LINES_F2_BOT):0] line_count;
    wire [$clog2(VACT_LINES_F2 + VBLK_LINES_F2_TOP + VBLK_LINES_F2_BOT):0] line_count_max;
    reg Vsignal;
    reg Hsignal;
    reg Fsignal;
    reg EAVsignal;
    reg SAVsignal;
    reg [31:0] Dout;
    reg [3:0] byte_count;
    reg InterlaceMode;
    reg displaying;
    reg field_id;
    wire PixelClock;
    wire [7:0] EmbbedSync;
    wire bitP3,bitP2,bitP1,bitP0;
    wire VBLK_HACT_to_VACT_EAV_Cond;
    wire VACT_HACT_to_VBLK_EAV_Cond;
    wire DISPLAYER_OUT_Cond;
    wire TRIG_DISPLAYER_Cond;
    assign DISPLAYER_OUT_Cond = (displaying == 1 && i_ResetN);
    assign TRIG_DISPLAYER_Cond = (i_TxValid && displaying == 0);
    assign o_Vsignal = DISPLAYER_OUT_Cond ? Vsignal : 1;
    assign o_Hsignal = DISPLAYER_OUT_Cond ? Hsignal : 1;
    assign o_Fsignal = DISPLAYER_OUT_Cond ? Fsignal : 0;
    assign o_Data = DISPLAYER_OUT_Cond ? Dout[31:24] : 0;
    assign o_PixelClock = DISPLAYER_OUT_Cond ? ~PixelClock : 0;
    assign PixelClock = prescaler_count[$clog2(SYS_CLOCK / PIXEL_CLOCK) - 1];
    always @(posedge i_SysClock, negedge i_ResetN) begin : FreqDivisor
        if (!i_ResetN) begin
            prescaler_count <= 0;
        end else begin
            prescaler_count <= prescaler_count + 1;
        end
    end
    assign pixel_count_max = (HACT_PIXELS + HBLK_PIXELS - 1);
    always @(posedge PixelClock, negedge i_ResetN) begin : PixelCounter
        if (!i_ResetN) begin
            pixel_count <= 0;
        end else begin
            if (TRIG_DISPLAYER_Cond) begin
                pixel_count <= 0;
            end else if (displaying == 1) begin
                if (pixel_count == pixel_count_max) begin
                    pixel_count <= 0;
                end else begin
                    pixel_count <= pixel_count + 1;
                end
            end
        end
    end
    assign line_count_max = next_status[0] == s_LSB1BIT_F1 ? (VACT_LINES_F1 + VBLK_LINES_F1_TOP + VBLK_LINES_F1_BOT - 1) : (VACT_LINES_F2 + VBLK_LINES_F2_TOP + VBLK_LINES_F2_BOT - 1);
    always @(posedge PixelClock, negedge i_ResetN) begin : LineCounter
        if (!i_ResetN) begin
            line_count <= 0;
            field_id <= s_LSB1BIT_F1;
        end else begin
            if (TRIG_DISPLAYER_Cond) begin
                line_count <= i_FirstLine;
                field_id <= i_FirstField;
            end else if (displaying == 1) begin
                if (pixel_count == pixel_count_max) begin
                    if (line_count == line_count_max) begin
                        line_count <= 0;
                        field_id <= ~field_id;
                    end else begin
                        line_count <= line_count + 1;
                    end
                end
            end
        end
    end
    always @(posedge PixelClock, negedge i_ResetN) begin : UpdateStatusMachine
        if (!i_ResetN) begin
            status <= {s_MSB4BIT_VBLK_EAV, s_LSB1BIT_F1};
            displaying <= 0;
        end else if (TRIG_DISPLAYER_Cond) begin
            displaying <= 1;
        end else if (displaying == 1) begin
            status <= next_status;
        end
    end
    always @(posedge PixelClock, negedge i_ResetN) begin : InterlaceModeSelector
        if (!i_ResetN) begin
            InterlaceMode <= 0;
        end else if (TRIG_DISPLAYER_Cond) begin
            InterlaceMode <= i_InterlaceMode;
        end
    end
    always @(posedge PixelClock) begin : SyncGen
        EAVsignal <= next_status[4];
        SAVsignal <= next_status[3];
        Hsignal <= next_status[2];
        Vsignal <= next_status[1];
        Fsignal <= next_status[0];
    end
    assign bitP3 = next_status[1] ^ (~next_status[3]);
    assign bitP2 = next_status[0] ^ (~next_status[3]);
    assign bitP1 = next_status[0] ^ next_status[1];
    assign bitP0 = (next_status[0] ^ next_status[1]) ^ (~next_status[3]);
    assign EmbbedSync = {1'b1,next_status[0],next_status[1],(~next_status[3]),bitP3,bitP2,bitP1,bitP0};
    always @(posedge PixelClock, negedge i_ResetN) begin : DataOut
        if (!i_ResetN) begin
            byte_count <= 0;
            Dout <= 0;
        end else begin
            if (displaying == 0) begin
                Dout <= 0;
            end else if (next_status[4] || next_status[3]) begin
                Dout <= byte_count == 0 ? {24'hFF0000,EmbbedSync} : {Dout[23:0],Dout[31:24]};
            end else if (next_status[2]) begin
                Dout <= byte_count == 0 ? 32'h80108010 : {Dout[23:0],Dout[31:24]};
            end else begin
                Dout <= byte_count == 0 ? {8'h25,8'hAA,8'h5A,8'h55} : {Dout[23:0],Dout[31:24]};  
            end
            if (displaying == 0) begin
                byte_count <= 0;
            end else begin
                byte_count <= byte_count != 3 ? byte_count + 1 : 0;
            end
        end
    end
    assign VBLK_HACT_to_VACT_EAV_Cond = next_status[0] == s_LSB1BIT_F1 ? (line_count == VBLK_LINES_F1_TOP) : (line_count == VBLK_LINES_F2_TOP);
    assign VACT_HACT_to_VBLK_EAV_Cond = next_status[0] == s_LSB1BIT_F1 ? (line_count == (VACT_LINES_F1 + VBLK_LINES_F1_TOP)) : (line_count == (VACT_LINES_F2 + VBLK_LINES_F2_TOP));
    always @(*) begin : NextStatusMachine
        next_status[0] = InterlaceMode == 0 ? s_LSB1BIT_F1 : field_id;
        case (status[4:1])
            s_MSB4BIT_VBLK_EAV: begin
                if (pixel_count == 4)
                    next_status[4:1] = s_MSB4BIT_VBLK_EAV2SAV;
                else
                    next_status[4:1] = s_MSB4BIT_VBLK_EAV;
            end
            s_MSB4BIT_VBLK_EAV2SAV: begin
                if (pixel_count == (HBLK_PIXELS - 4))
                    next_status[4:1] = s_MSB4BIT_VBLK_SAV;
                else
                    next_status[4:1] = s_MSB4BIT_VBLK_EAV2SAV;
            end
            s_MSB4BIT_VBLK_SAV: begin
                 if (pixel_count == HBLK_PIXELS)
                    next_status[4:1] = s_MSB4BIT_VBLK_HACT;
                 else
                    next_status[4:1] = s_MSB4BIT_VBLK_SAV;
            end
            s_MSB4BIT_VBLK_HACT: begin
                if (pixel_count == 0 && VBLK_HACT_to_VACT_EAV_Cond)
                    next_status[4:1] = s_MSB4BIT_VACT_EAV;
                else if (pixel_count == 0)
                    next_status[4:1] = s_MSB4BIT_VBLK_EAV;
                else
                    next_status[4:1] = s_MSB4BIT_VBLK_HACT;
            end
            s_MSB4BIT_VACT_EAV: begin
                if (pixel_count == 4)
                    next_status[4:1] = s_MSB4BIT_VACT_EAV2SAV;
                else
                    next_status[4:1] = s_MSB4BIT_VACT_EAV;
            end
            s_MSB4BIT_VACT_EAV2SAV: begin
                if (pixel_count == (HBLK_PIXELS - 4))
                    next_status[4:1] = s_MSB4BIT_VACT_SAV;
                else
                    next_status[4:1] = s_MSB4BIT_VACT_EAV2SAV;
            end
            s_MSB4BIT_VACT_SAV: begin
                if (pixel_count == HBLK_PIXELS)
                    next_status[4:1] = s_MSB4BIT_VACT_HACT;
                else
                    next_status[4:1] = s_MSB4BIT_VACT_SAV;
            end
            s_MSB4BIT_VACT_HACT: begin
                if (pixel_count == 0 && (line_count == 0 || VACT_HACT_to_VBLK_EAV_Cond)) begin
                    next_status[4:1] = s_MSB4BIT_VBLK_EAV;
                end else if (pixel_count == 0) begin
                    next_status[4:1] = s_MSB4BIT_VACT_EAV;
                end else begin
                    next_status[4:1] = s_MSB4BIT_VACT_HACT;
                end
            end
            default: begin
                next_status[4:1] = s_MSB4BIT_VBLK_EAV;
            end
        endcase
    end
endmodule
`resetall
```
`run.sh`:
```
#!/bin/bash
# OpenROAD 26Q1-2900-gdf79404cd8, Yosys 0.63+post, stock flow scripts
make -C /OpenROAD-flow-scripts/flow DESIGN_CONFIG=/design/flow/config.mk WORK_HOME=/design/flow/orfs finish
```
`config.mk`:
```
export PLATFORM = sky130hd
export DESIGN_NAME = bt656_tx
export DESIGN_NICKNAME = bt656_tx
export VERILOG_FILES = /design/flow/design.v
export SDC_FILE = /design/flow/constraint.sdc
export NUM_CORES = 4
export LEC_CHECK = 1
export CORE_UTILIZATION = 30
```
`constraint.sdc`:
```
current_design bt656_tx

set clk_period 2.2
set clk_io_pct 0.2

create_clock -name clk0 -period $clk_period [get_ports {i_SysClock}]

set non_clock_inputs [all_inputs -no_clocks]
set_input_delay [expr $clk_period * $clk_io_pct] -clock clk0 $non_clock_inputs
set_output_delay [expr $clk_period * $clk_io_pct] -clock clk0 [all_outputs]
```
==> run_results.csv <==
group,metric,value,unit
route,firstDrtPassIters,4,
pwr,seqPwrFrac,9.4,%
sta,tns,0,ns
placed_design,portBuffers,26,
sta,fin_crit_sh,81.6,%
route,num_vias,2692,
floorplanning,core-area,0.0110,mm2
clocking,clock_latency,0.22,ns
clocking,cts.path.max_buffers,2,
logic_synthesis,synth_top_area_share,46.4,%
clocking,ctsHoldBuffers,0,
floorplanning,fp-utilization,31.3,%
critical_path,crit_chain,"buf_2 > buf_4 > and3_1 > clkdlybuf4s50_1",
logic_synthesis,ys_warn_count,2,
pwr,power_switching,0.0000789,W
placed_design,dp_hpwl,5.15,mm
floorplanning,die_area,0.0119,mm2
pwr,swShare,20.3,%
grt,grt_overflow_total,0,
pwr,p_per_area,98.3,mW/mm2
logic_synthesis,postSynthSeqShare,50.4,%
critical_path,crit_path_end_kind,"output pin",
route,vias_per_cell,5.15,
sta,rsz0062_at_grt,"false",
sta,unclocked_pins,68,
critical_path,slowest_delay,0.45,ns
grt,grt_pass1_vias,2511,
route,drtIter0Drc,200,
job,warnings,35,
sta,min_period,1.79,ns
clocking,postCtsResizedCells,0,
logic_synthesis,synthTopCellsByArea,"dfrtp_1 (46%), and3_1 (3.8%), o21ai_0 (3.8%), nand2_1 (3.7%), a21oi_1 (3.5%)",
clocking,h-tree-depth,1,
clocking,cts_tree,"built",
floorplanning,die_w,109,um
placed_design,dp_cells,519,
grt,antenna_found_initial,0,
route,post-route-drc-count,0,
pwr,p_total,0.000388,W
floorplanning,pin_count,33,
placed_design,gp_congestion,0.858,
sta,slew_viol_final,0,
sta,untimed_endpoints,68,
route,routedWlPerCell,14.0,um
critical_path,regToRegSetupSlack,1.09,ns
floorplanning,die_h,109,um
critical_path,cp_slowest_cell,"clkdlybuf4s50_1",
logic_synthesis,synth_cell_types,60,
sta,skew,0.00751,ns
logic_synthesis,yosys_cells,363,
logic_synthesis,ys_ff,70,
logic_synthesis,synthArstFlopShare,95.7,%
grt,grt_pass1_wl,12.6,mm
job,cap_violations,0,
route,antenna-diode-count,0,
logic_synthesis,ff_type,"dfrtp_1",
clocking,clkTransAtPathRegs,0.03,ns
final_layout,fin_cells,523,
logic_synthesis,common_cells,"dfrtp_1 (64), nand2_1 (34), nor2_1 (27)",
placed_design,post-place-ws,0.394,ns
sta,worst_slew_margin_rel,45.2,%
floorplanning,rows,38,
clocking,cts_setup_buffers,0,
final_layout,layout-drive-gt1-share,7.05,%
grt,grt_util_all_layers,13.5,%
clocking,root_buffer,"clkbuf_16",
logic_synthesis,yosys.cell_count.top_type,"dfrtp_1",
run_status,status,"completed",
logic_synthesis,synth-edff-count,0,
sta,clock.fmax,557,MHz
pwr,combPwrFrac,17.6,%
pwr,max-vdd-ir-drop,0.451,mV
sta,tightest_slew,0.821,ns
pwr,power_leakage,1.74,nW
logic_synthesis,netlist_area,0.00345,mm2
critical_path,required,1.76,ns
logic_synthesis,avgSynthCellArea,9.52,um2
logic_synthesis,syn_inst,363,
min_path,hold_class,"register to register",
logic_synthesis,yosysTopAreaCell,"dfrtp_1",
grt,grt_max_degree,70,
route,wl,7.33,mm
sta,final_hold_viol_count,0,
critical_path,path_max_fanout,13,
logic_synthesis,yosys_area,0.00345,mm2
sta,setup_violations,0,
route,ant_nets,0,
sta,finalWorstSetupSlack,0.405,ns
critical_path,start_kind,"input pin",
critical_path,crit_arrival,1.35,ns
critical_path,criticalPathCategory,"input pin to output pin",
final_layout,area_growth,14.3,%
pwr,p_int,0.000309,W
clocking,cts_buffers,3,
pwr,p_clk_share,73.0,%
sta,hold_ws,0.437,ns
sequential cells by signal (all words and copies together), names as in the netlist, 2 cells and up:
signal and cells:
line_count 10, pixel_count 12, Dout 32, prescaler_count 2
byte_count 4, status 4
layer usage:
layer | share of wire, % | track usage [%]
met5 | 0 | 0
met1 | 52 | 22.5
met4 | 0.72 | 0.857
met3 | 4.5 | 1.57
met2 | 42 | 20.5
layout make-up:
cell class / count / area (um2)
Timing Repair Buffer: 32 / 300
Inverter: 20 / 75.1
Clock buffer: 4 / 78.8
Multi-Input combinational cell: 257 / 1580
Sequential cell: 70 / 1740
Tap cell: 140 / 175
Fill cell: 1119 / 7080
through the flow:
stage | area (um2) | utilization [%]
2_1_floorplan | 3450 | -
3_3_place_gp | 3870 | 35.1
3_5_place_dp | 3870 | 35.1
4_1_cts | 3950 | 35.8
5_1_grt | 3950 | 35.8
6_report | 3950 | 35.8
power by group through the flow:
stage	clock network [W]	registers, W	logic (W)
after CTS	0.000285	0.0000363	0.0000709
after global routing	0.000290	0.0000363	0.0000777
final	0.000283	0.0000363	0.0000684
path summary, 6_finish.rpt:
kind,endpoint,cells after the start,startpoint
max,o_Data[0],4,i_ResetN
min,prescaler_count[0],1,prescaler_count[0]
max reg2reg,prescaler_count[1],2,prescaler_count[1]
min reg2reg,prescaler_count[0],1,prescaler_count[0]
max in group asynchronous,prescaler_count[1],3,i_ResetN
min in group asynchronous,prescaler_count[1],3,i_ResetN
critical path: cells and delay by family:
family	cells	cell delay, ns
buffers and inverters	3	0.73
AND/OR/NAND/NOR	1	0.18
cells by family after synthesis:
kind of cell / synth area share [%]
XOR/XNOR: 1.52
flip-flops: 50.4
adder cells (fa/ha/maj): 2.82
buffers and inverters: 3.98
AND-OR/OR-AND: 16.4
multiplexers: 1.81
AND/OR/NAND/NOR: 23.1
cell usage in the layout (no fill, tap or decap), types with 4 or more instances in the layout:
cell	count
and3_1	21
a21oi_1	24
mux2i_1	4
ha_1	7
a21o_1	9
nand3_1	12
inv_1	19
nor3b_1	4
dfrtp_1	63
or3_1	7
nor4_1	5
clkdlybuf4s50_1	25
xor2_1	5
nand2_1	34
nor3_1	9
o21a_1	5
buf_4	6
o21ai_0	26
nand4_1	5
nor2_1	27
Power is estimated from default activity; no workload was simulated.
